`./run.sh`:
```
#!/bin/bash
# OpenROAD 26Q1-2900-gdf79404cd8, Yosys 0.63+post, stock flow scripts
make -C /OpenROAD-flow-scripts/flow DESIGN_CONFIG=/design/flow/config.mk WORK_HOME=/design/flow/orfs finish
```
`./config.mk`:
```
export PLATFORM = sky130hd
export DESIGN_NAME = cpu_top
export DESIGN_NICKNAME = cpu_top
export VERILOG_FILES = /design/flow/design.v
export SDC_FILE = /design/flow/constraint.sdc
export NUM_CORES = 4
export LEC_CHECK = 1
export CORE_AREA = 10 10 111 111
export DIE_AREA = 0 0 121 121
```
`./constraint.sdc`:
```
current_design cpu_top

set clk_period 4.5
set clk_io_pct 0.2

create_clock -name clk0 -period $clk_period [get_ports {CLK50}]

set non_clock_inputs [all_inputs -no_clocks]
set_input_delay [expr $clk_period * $clk_io_pct] -clock clk0 $non_clock_inputs
set_output_delay [expr $clk_period * $clk_io_pct] -clock clk0 [all_outputs]
```
`./design.v`:
```
module cpu_alu (
	input [3:0] A, 
	input [3:0] B,
	input [1:0] alu_control,	 
	output reg [3:0] result	
	);
	always @(*) begin
		case (alu_control)
			2'b00: result = A + B;	 
			2'b01: result = A | B;	 
			2'b10: result = A ^ B;	 
			2'b11: result = ~A;		 
			default: result = 4'b0000;
		endcase
	end
endmodule
module cpu_bus (
	input [2:0] bus_selector,	 
	input [3:0] switch_input,
	input [3:0] rout_out,
	output reg [3:0] bus_value
);
    always @(*) begin
        case (bus_selector)
            3'b000: bus_value = switch_input;
            3'b011: bus_value = rout_out;
				3'b101: bus_value = 4'b0011;	 
            default: bus_value = 4'b0000;
        endcase
    end
endmodule
module cpu_fsm (
    input clk,                  
    input reset,                
    output reg [2:0] bus_selector,  
    output reg [1:0] alu_control,   
    output reg r1_enable,       
    output reg r2_enable,       
    output reg rout_enable      
);
    localparam S0 = 4'd0;   
    localparam S1 = 4'd1;   
    localparam S2 = 4'd2;   
    localparam S3 = 4'd3;   
    localparam S4 = 4'd4;   
    localparam S5 = 4'd5;   
    localparam S6 = 4'd6;   
    localparam S7 = 4'd7;   
    localparam S8 = 4'd8;   
    localparam S9 = 4'd9;   
    reg [3:0] state;
    reg [3:0] next_state;
    always @(posedge clk) begin
        if (reset)
            state <= S0;        
        else
            state <= next_state;
    end
    always @(*) begin
        bus_selector = 3'b000;  
        alu_control  = 2'b00;   
        r1_enable    = 1'b0;
        r2_enable    = 1'b0;
        rout_enable  = 1'b0;
        next_state   = state;
        case (state)
            S0: begin
                next_state = S1;
            end
            S1: begin
                bus_selector = 3'b000;   
                r1_enable    = 1'b1;     
                next_state   = S2;
            end
            S2: begin
                bus_selector = 3'b101;   
                r2_enable    = 1'b1;     
                next_state   = S3;
            end
            S3: begin
                alu_control  = 2'b00;    
                rout_enable  = 1'b1;     
                next_state   = S4;
            end
            S4: begin
                bus_selector = 3'b011;   
                r2_enable    = 1'b1;     
                next_state   = S5;
            end
            S5: begin
                alu_control  = 2'b01;    
                rout_enable  = 1'b1;     
                next_state   = S6;
            end
            S6: begin
                bus_selector = 3'b011;   
                r1_enable    = 1'b1;     
                next_state   = S7;
            end
            S7: begin
                alu_control  = 2'b11;    
                rout_enable  = 1'b1;     
                next_state   = S8;
            end
            S8: begin
                bus_selector = 3'b011;   
                r1_enable    = 1'b1;     
                next_state   = S9;
            end
            S9: begin
                alu_control  = 2'b10;    
                rout_enable  = 1'b1;     
                next_state   = S9;       
            end
            default: begin
                next_state = S0;
            end
        endcase
    end
endmodule
module cpu_register (
	input clk,	 
	input reset,	 
	input enable,	 
	input [3:0] inputD,	 
	output reg [3:0] outputQ 	 
	);
	always @(posedge clk) begin
		if (reset)
			outputQ <= 4'b0000;
		else if (enable)
			outputQ <= inputD;	 
	end
endmodule
module cpu_top (
    input        CLK50,      
    input        RESET,       
    input  [3:0] SW,          
    output [6:0] HEX0         
);
    wire [3:0] r1_out;
    wire [3:0] r2_out;
    wire [3:0] rout_out;
    wire [3:0] bus_value;
    wire [3:0] alu_out;
    wire [2:0] bus_selector;
    wire [1:0] alu_control;
    wire       r1_enable;
    wire       r2_enable;
    wire       rout_enable;
    cpu_fsm instance_fsm (
        .clk         (CLK50),
        .reset       (RESET),
        .bus_selector(bus_selector),
        .alu_control (alu_control),
        .r1_enable   (r1_enable),
        .r2_enable   (r2_enable),
        .rout_enable (rout_enable)
    );
    cpu_register instance_r1 (
        .clk    (CLK50),
        .reset  (RESET),
        .enable (r1_enable),
        .inputD (bus_value),
        .outputQ(r1_out)
    );
    cpu_register instance_r2 (
        .clk    (CLK50),
        .reset  (RESET),
        .enable (r2_enable),
        .inputD (bus_value),
        .outputQ(r2_out)
    );
    cpu_register instance_rout (
        .clk    (CLK50),
        .reset  (RESET),
        .enable (rout_enable),
		  .inputD(alu_out),
        .outputQ(rout_out)
    );
    cpu_alu instance_alu (
        .A          (r1_out),
        .B          (r2_out),
        .alu_control(alu_control),
        .result     (alu_out)
    );
    cpu_bus instance_bus (
        .bus_selector(bus_selector),
        .switch_input(SW),         
        .rout_out    (rout_out),
        .bus_value   (bus_value)
    );
    seven_segment instance_hex0 (
        .bcd      (rout_out),
        .seven_seg(HEX0)
    );
endmodule
module seven_segment(
    input wire [3:0] bcd,       
    output reg [6:0] seven_seg  
);
    always @(*) begin
        case (bcd)
            0: seven_seg = ~7'b0111111;    
            1: seven_seg = ~7'b0000110;    
            2: seven_seg = ~7'b1011011;    
            3: seven_seg = ~7'b1001111;    
            4: seven_seg = ~7'b1100110;    
            5: seven_seg = ~7'b1101101;    
            6: seven_seg = ~7'b1111101;    
            7: seven_seg = ~7'b0000111;    
            8: seven_seg = ~7'b1111111;    
            9: seven_seg = ~7'b1100111;    
				10: seven_seg = ~7'b1110111;    
            11: seven_seg = ~7'b1111100;    
            12: seven_seg = ~7'b0111001;    
            13: seven_seg = ~7'b1011110;    
            14: seven_seg = ~7'b1111001;    
            15: seven_seg = ~7'b1110001;    
            default: seven_seg = ~7'b0000000;  
        endcase
    end
endmodule
```
==> run notes <==
Purpose: to document the outcome of synthesis and place and route.

Status
The run finished with clean final reports.

Synth
Post-synthesis, Yosys gives the total cell area as 1700 sq um. In this run the mean area of a mapped cell was 8.91 sq um. The proportion of synthesized flip-flops having asynchronous set or reset is 0%.

The adder-cell share of the synthesized area is 13.7%. After synthesis the netlist holds a flip-flop and latch count of 31. The compound-cell area share of the yosys netlist is 19.0%. The prevailing logic family in the synthesized netlist is AND-OR/OR-AND gates. The cell count after synthesis came out at 191. The area fraction in mux cells is 7.79%. The flip-flop cell with the highest count after synthesis is sky130_fd_sc_hd__dfxtp_1.

The count of warnings emitted by yosys is 5. The gate-level netlist out of Yosys references 44 unique cell types. The cell area after technology mapping is 1700 sq um. The simple-gate share of the synthesized area is 14.7%. The synthesized design contains 0 enable-type register cells.

The number of standard cells reported by yosys is 191. Per the synthesis report, the XOR/XNOR share of the synthesized area is 0.515%. The share of the Yosys chip area taken by registers is 36.5%.

Clock tree
The post-CTS setup buffer count is 0. The clock net sink count is 31. Once the clock tree was built, the resizer swapped 0 gates to a different size. Hold repair after CTS inserted 0 buffers. The buffer depth of the longest clock path is 2. The H-tree was split into 2 levels. On the reported timing paths, the clock transition at the registers reads 60 ps. The clock reaches the later pin of the worst-skew pair after 270 ps. The number of CTS-inserted buffers is 5. The root buffer cell is sky130_fd_sc_hd__clkbuf_8. TritonCTS built the clock tree.

Power and ir drop
The total power after layout is 0.749 mW. The leakage dissipation is 0.824 nW. The maximum vdd drop is 0.000160 V. The power density normalized to cell area is 365 nW/um^2.

Worst setup path
The critical path start-end classification is in -> reg. The slowest cell on the critical path is sky130_fd_sc_hd__clkdlybuf4s50_1. STA classifies the critical path startpoint as an input port.

The data arrival time of the critical path is 3150 ps. The launching point of the worst reg2reg path is instance_r1.outputQ[0]. The cell sequence reported for the critical path is clkdlybuf4s50_1, or3_1, ha_1, mux2i_1, a211o_1. Broken down by cell family, the worst path's largest delay share belongs to buffers and inverters. The largest stage delay on the critical path is 770 ps. The number of buffer and inverter stages on the critical path is 1.

The most critical setup path has its startpoint at RESET. The element type at the critical path end is a register. The maximum net fanout on the critical path is 20. The required time reported for the critical path endpoint is 4660 ps.

Flow run
Max-cap violations in this run came to 0. The logs give a warning total of 36.

Die
After floorplanning, the die was sized to cover 14600 sq um. Per the OpenROAD floorplan log, the height of the die is 121 um. The floorplan has 36 rows. The I/O pin count is 13.

Before placement the cells fill 17.3% of the core. The floorplan step defined a core boundary enclosing 9860 sq um. The horizontal die dimension is 121 um.

Cells and area
In the final layout, the fill cell count is 1074. The total non-filler cell area in the finished layout is 2050 sq um. The flow measured a signed area growth from synthesis to layout of 20.5%. Cells with a size suffix above 1 make up 10.9% of the layout. The post-layout utilization of the core is 20.8%.

Once layout is complete, the cells apart from fillers number 335.

Timing
The max-slew violation count is 0. The setup skew after layout is 4.06 ps. The worst path uses 66.3% of the clock period. In this build the clock could be raised as far as 335 MHz. The final worst hold slack is 493 ps.

After layout, the minimum clock period comes to 2990 ps. The critical path in the final layout is reported with a setup slack of 1510 ps. The total negative slack is 0 ps.

The slew at the pin closest to its max-slew limit is 714 ps. Setup repair after global routing left no endpoint under its margin. The tightest slew margin relative to the limit is 52.2%.

For reference, the final report shows the hold violation count at 0. The end-of-flow timing check tallies setup violations at 0.

GRT
The sum of overflow across all layers after global routing is 0. The total routing resource utilization after global routing is 4.55%. The number of global-route vias before repair was 1102. The largest net degree at the start of global routing is 21. The first global-routing pass estimated 5640 um of wire. The initial antenna violation count is 0.

Place
Prior to clock tree synthesis, the placed netlist has a worst setup slack of 1210 ps. The total instance count after detailed placement is 327. The count of buffers from port buffering is 12.

In this run the cell area measured after placement is 1930 sq um. The weighted congestion reported at the end of routability-driven placement is 0.814. The post-DP HPWL is 2570 um.

Routing
The number of vias per cell after detailed routing is 3.79. In this run the remaining antenna-violating nets after routing total 0. The routed layout has 1271 vias. The total DRC errors in the routed layout is 0.

The number of design-rule violations left by the first detailed-router iteration is 71. The count of TritonRoute iterations in the first routing pass is 4. Per the detail_route report, routed wire per instance is 9.71 um. The total wire length is 3250 um. The diode insertion count for antenna repair is 0.

Min path
The source of the worst hold timing path is instance_r2.outputQ[3]. In this run the worst hold path is classified as reg -> reg.
Yosys cell counts, drive strengths merged (3+ instances only):
master / number / area, sq um
nand2: 16 / 60.1
nor2: 20 / 77.6
o211ai: 3 / 27.5
a211oi: 6 / 50.1
inv: 20 / 75.1
nor2b: 3 / 18.8
a21oi: 15 / 78.8
dfxtp: 31 / 621
buf: 6 / 43.8
nand3: 6 / 30.0
nand2b: 3 / 18.8
ha: 17 / 213
o21ai: 6 / 33.8
o22ai: 3 / 18.8
clkbuf: 3 / 11.3
mux2i: 11 / 110
kinds of logic (layout without fill, tap and decap cells):
family,count (synthesis),count (layout)
AND/OR/NAND/NOR,54,54
AND-OR/OR-AND,45,45
flip-flops,31,31
buffers and inverters,30,41
adder cells (fa/ha/maj),18,18
multiplexers,12,12
XOR/XNOR,1,1
metal layers:
metal	global-route usage, %	wire length, um
met1	6.78	1650
met2	7.01	1500
met3	0.472	48
met4	0.830	59
met5	0	0
sequential cells by signal, indices dropped and copies added, names as in the netlist, 2 cells and up:
name,cells
instance_bus.bus_selector,3
instance_alu.alu_control,2
instance_r1.outputQ,4
instance_fsm.next_state,4
instance_r2.outputQ,4
instance_rout.outputQ,4
HEX0,7
area by class of cell:
class / count / area [sq um] / share of cell area, %
clock buffer: 6 / 82.6 / 4.03
clock inverter: 2 / 35.0 / 1.71
inverter: 21 / 78.8 / 3.84
multi-input combinational: 130 / 947 / 46.2
sequential: 31 / 621 / 30.3
tap: 133 / 166 / 8.11
timing repair buffer: 12 / 120 / 5.86
worst paths after layout:
kind                                          endpoint  cells past startpoint  slack, ps
worst max-delay path                           HEX0[3]                      5       1510
worst min-delay path            instance_r2.outputQ[3]                      2        490
worst max register to register                 HEX0[3]                      8       1570
worst min register to register  instance_r2.outputQ[3]                      2        490
worst register-to-register path, cell delays in order (launching register included):
cell and delay (ps):
sky130_fd_sc_hd__dfxtp_1 390, sky130_fd_sc_hd__ha_1 230, sky130_fd_sc_hd__fa_1 430, sky130_fd_sc_hd__mux4_2 480
sky130_fd_sc_hd__mux2i_1 280, sky130_fd_sc_hd__nor2_1 140, sky130_fd_sc_hd__ha_1 410, sky130_fd_sc_hd__mux2i_1 140
sky130_fd_sc_hd__a211o_1 320
power by group:
| group | internal (mW) | switching (mW) | leakage (nW) |
|---|---|---|---|
| clock | 0.179 | 0.101 | 0.0612 |
| combinational | 0.0718 | 0.0687 | 0.509 |
| sequential | 0.304 | 0.0251 | 0.254 |
| total | 0.554 | 0.194 | 0.824 |
layout by cell type (no fill, tap or decap), types with 2 or more instances in the layout:
master and n:
sky130_fd_sc_hd__o211ai_1 2, sky130_fd_sc_hd__nor2b_1 3, sky130_fd_sc_hd__o22ai_1 3, sky130_fd_sc_hd__nand2b_1 3, sky130_fd_sc_hd__o221ai_2 2, sky130_fd_sc_hd__nor2_1 19, sky130_fd_sc_hd__inv_1 17, sky130_fd_sc_hd__dfxtp_1 31
sky130_fd_sc_hd__and3_1 2, sky130_fd_sc_hd__a21oi_1 14, sky130_fd_sc_hd__o21ai_0 2, sky130_fd_sc_hd__a22oi_1 2, sky130_fd_sc_hd__clkdlybuf4s50_1 12, sky130_fd_sc_hd__o21ai_1 3, sky130_fd_sc_hd__ha_1 17, sky130_fd_sc_hd__a21o_1 2
sky130_fd_sc_hd__nand2_1 16, sky130_fd_sc_hd__mux2i_1 11, sky130_fd_sc_hd__a211oi_1 5, sky130_fd_sc_hd__inv_2 3, sky130_fd_sc_hd__clkbuf_8 6, sky130_fd_sc_hd__nand3_1 6
No activity file was given, so power comes from the tool's default toggle rates.
